==> design.v <==
parameter WDEPTH = 4096;
parameter ASIZE = 12;
parameter WDSIZE = 8;
parameter RDEPTH = 4096;
parameter RASIZE = 12;
parameter RDSIZE = 8;
module motor_ctrl(
    input       clk_i,
    input       rst_i,
    input       left_i,      
    input       right_i,     
    output reg  pwm_o        
);
parameter DUTY_CENTRAL = 40500;
localparam DUTY_LEFT = DUTY_CENTRAL - 18000;
localparam DUTY_RIGHT = DUTY_CENTRAL + 18000;
wire left_posedge;
wire right_posedge;
reg left_t0;
reg left_t1;
reg right_t0;
reg right_t1;
reg [31:0] pwm_cnt;
reg [31:0] pwm_duty;
reg [31:0] delay_cnt;
always@(posedge clk_i or posedge rst_i)begin
    if(rst_i)begin
        left_t0 <= 1'd0;
        left_t1 <= 1'd0;
    end
    else begin
        left_t0 <= left_t1;
        left_t1 <= left_i;
    end
end
assign left_posedge = (left_t0 == 1'd0 && left_t1 == 1'd1) ? 1'd1 : 1'd0;
always@(posedge clk_i or posedge rst_i)begin
    if(rst_i)begin
        right_t0 <= 1'd0;
        right_t1 <= 1'd0;
    end
    else begin
        right_t0 <= right_t1;
        right_t1 <= right_i;
    end
end
assign right_posedge = (right_t0 == 1'd0 && right_t1 == 1'd1) ? 1'd1 : 1'd0;
always@(posedge clk_i or posedge rst_i)begin
    if(rst_i)begin
        pwm_cnt <= 32'd0;
    end
    else if(pwm_cnt == 32'd540_000)begin
        pwm_cnt <= 32'd1;
    end
    else begin
        pwm_cnt <= pwm_cnt + 32'd1;
    end
end
always@(posedge clk_i or posedge rst_i)begin
    if(rst_i)begin
        pwm_duty <= DUTY_CENTRAL;
    end
    else if(left_posedge)begin
        pwm_duty <= DUTY_LEFT;
    end
    else if(right_posedge)begin
        pwm_duty <= DUTY_RIGHT;
    end
    else if(delay_cnt == 13_000_000)begin            
        pwm_duty <= DUTY_CENTRAL;
    end
    else begin
        pwm_duty <= pwm_duty;
    end
end
always@(posedge clk_i or posedge rst_i)begin
    if(rst_i)begin
        delay_cnt <= 32'd0;
    end
    else if(left_posedge || right_posedge)begin
        delay_cnt <= 32'd1;
    end
    else if(delay_cnt && delay_cnt == 13_000_000)begin       
        delay_cnt <= 32'd0;
    end
    else if(delay_cnt)begin
        delay_cnt <= delay_cnt + 32'd1;
    end
    else begin
        delay_cnt <= 32'd0;
    end
end
always@(posedge clk_i or posedge rst_i)begin
    if(rst_i)begin
        pwm_o <= 1'd0;
    end
    else if(pwm_cnt >= 32'd1 && pwm_cnt <= pwm_duty)begin
        pwm_o <= 1'd1;
    end
    else begin
        pwm_o <= 1'd0;
    end
end
endmodule
==> run.sh <==
#!/bin/bash
# OpenROAD 26Q1-2900-gdf79404cd8, Yosys 0.63+post, stock flow scripts
make -C /OpenROAD-flow-scripts/flow DESIGN_CONFIG=/design/flow/config.mk WORK_HOME=/design/flow/orfs finish
==> config.mk <==
export PLATFORM = sky130hd
export DESIGN_NAME = motor_ctrl
export DESIGN_NICKNAME = motor_ctrl
export VERILOG_FILES = /design/flow/design.v
export SDC_FILE = /design/flow/constraint.sdc
export NUM_CORES = 4
export LEC_CHECK = 1
export CORE_UTILIZATION = 40
==> constraint.sdc <==
current_design motor_ctrl

set clk_period 6.5
set clk_io_pct 0.2

create_clock -name clk0 -period $clk_period [get_ports {clk_i}]

set non_clock_inputs [all_inputs -no_clocks]
set_input_delay [expr $clk_period * $clk_io_pct] -clock clk0 $non_clock_inputs
set_output_delay [expr $clk_period * $clk_io_pct] -clock clk0 [all_outputs]
==> notes.md <==
Status on the layout run. Total number of placement rows landed at 36. Power spread over the standard cell area amounts to 224.3 nW/µm². Per the GRT congestion report, total overflow comes to 0. Clock slew at the register clock pins of the worst setup and hold paths landed at 80 ps. The iteration count recorded for the first detailed-route pass is 4. Via count of the first global-routing pass landed at 2917. Number of buffers inserted to repair setup after CTS landed at 0. Routed wire length landed at 8474 µm. Number of clock buffers inserted by TritonCTS landed at 9.

Count of hold-fix buffers inserted at cts landed at 0. By startpoint and endpoint, the worst setup path is classified as flip-flop to primary output. Looking at hold timing, the worst path starts from right_t1. STA shows the worst reg2reg path with a cell count of 5.

Maximum cell stage delay along the critical path landed at 440 ps. Across the routed clock network, the largest skew measured is roughly 12 ps. Pin placement for this block handled 5 I/O pins.

Final critical delay including setup and external delays landed at 2410 ps. Number of placed instances, taps included landed at 543. Per the synthesis report, the number of distinct cell types is 47. Share of async-settable or async-resettable flops after synthesis landed at 100.0%. Number of vias in the routed layout landed at between 3000 and 4000. sky130_fd_sc_hd__dfrtp_1 is the most common cell in the netlist. The last timing report of the flow puts the setup violation total at 0. Number of levels in the clock H-tree landed at 3. The area fraction of the largest cell type after synthesis is 43.08%. Nets still carrying antenna violations after routing amount to 0.

Number of DRC markers after the initial detailed-route iteration landed at between 200 and 250. In this run, post-CTS repair resized a total of 0 instances. According to the floorplan report, the placeable core area is 9955 µm². The synthesized design contains 0 enable-type register cells. Flip-flop and latch count after synthesis landed at ~75. Count of maximum capacitance violations landed at 0. STA classifies the critical path endpoint as a primary output. Post-route non-filler standard cell count landed at 559. The signal on the critical path passes through clkdlybuf4s50_1. The synthesis report names the predominant flop master as sky130_fd_sc_hd__dfrtp_1. Setup repair after global routing left no endpoint under its margin. Number of vias per cell landed at 5.642.

The clock reaches the later pin of the worst-skew pair after roughly 350 ps. In the hold timing report, the worst path depth is 0. Maximum frequency from static timing analysis landed at 414.9 MHz.

The worst hold path terminates at right_t0. The final hold violation count recorded for this run is 0. Share of cells above drive strength 1 landed at 8.216%.

On the critical path the largest part of the delay comes from buffers and inverters. In the synthesized netlist, the cells that appear most often are sky130_fd_sc_hd__dfrtp_1, sky130_fd_sc_hd__nor3_1, sky130_fd_sc_hd__nand4_1, sky130_fd_sc_hd__inv_1. Per the post-run analysis, buffers plus inverters along the critical path come to 1.

Clock tree synthesis found a total of approximately 75 sinks. After detailed routing, the average wire length per cell comes to 15.16 µm. The initial antenna violation count came to 0. Post-synthesis chip area from yosys landed at ~4200 µm². Of the total synthesized cell area, the portion taken by AND, OR, NAND and NOR gates is between 20% and 30%. In this run the horizontal extent of the chip is 104.3 µm. After synthesis the cells add up to 4183 µm². Final worst-path cycle share landed at 37.08%. Share of the core filled by cells before placement landed at 42.02%.

TritonCTS built the clock tree. Total routing resource utilization after global routing landed at 16.85%. The cell count after synthesis came out at roughly 420. The tree is rooted in a sky130_fd_sc_hd__clkbuf_8.

Final design instance area without fill landed at 4533 µm². STA classifies the critical path startpoint as a flip-flop. Worst-case clock buffer depth landed at 2.

On the critical path, the stage with the largest delay is an instance of sky130_fd_sc_hd__clkdlybuf4s50_1. Area after detailed placement landed at 4299 µm². Setup TNS landed at 0 ps. Multiplexer share of the synthesized area landed at 0%.

Mean instance size in the synthesized netlist landed at 9.865 µm². The startpoint identified for the worst register-to-register timing path is delay_cnt[0]. Largest fanout on the critical path landed at 1. Yosys synthesis warning count landed at 1. Post-layout total power landed at around 1.0 mW. The repair_antennas step left the layout with diodes totalling 0. Overall die height landed at 104.3 µm.

Remaining routing DRC violations landed at 0. Highest ir drop seen on vdd landed at roughly 180 µV. Worst-margin pin slew landed at 796.6 ps.

By area the synthesized netlist is led by sky130_fd_sc_hd__dfrtp_1, sky130_fd_sc_hd__ha_1, sky130_fd_sc_hd__xnor2_1. The power report puts the leakage power at 1.842 nW. Reg-to-reg setup timing slack landed at 4260 ps.

Yosys shows that the main logic family after synthesis is simple AND/OR/NAND/NOR gates. The chip occupies 10870 µm². Final-report max-slew violation count landed at 0. Arrival time of the worst setup path landed at 1110 ps.

Critical path required time landed at 5200 ps. Arithmetic-cell share of the synthesized area counting full adders, half adders and majority gates landed at 5.085%. The number of cells reported by Yosys stat comes to about 420.

For reference, compound AND-OR and OR-AND cells occupy 10.35% of the area reported after synthesis. Estimated wirelength of the detail-placed design landed at 5705 µm. Pin count of the biggest net entering global routing landed at 62. As logged by OpenROAD, the buffers inserted on ports number 4. The tightest min-delay check is of the flip-flop to flip-flop type. The stage logs contain a warning count of 29. Per the run report, area growth between synthesis and finish was 8.376%.

At the end of routability-driven placement, the weighted congestion stood at 0.8195. The run finished with clean final reports. sky130_fd_sc_hd__dfrtp_1 takes more of the synthesized area than any other cell. After synthesis, flip-flops and latches occupy 44.96% of the total area. Summing the areas of all xor and xnor instances in the mapped netlist gives under 10% of the synthesized area.

After filler insertion, the fill cell instance count of the layout stands at between 900 and 1000. Looking at the reg2reg group, the worst path ends at delay_cnt[30]. Worst slew slack as a fraction of its limit landed at 46.49%. The first global-routing pass estimated about 15000 µm of wire.
## how the worst max path moves through the flow
stage	end	startpoint	slack (ps)	cells past startpoint
6_report	pwm_o	pwm_o	4090	1
5_1_grt	pwm_cnt[28]	rst_i	3970	3
4_1_cts	pwm_o	pwm_o	4060	1
## registers in the layout (all words and copies together), names as in the netlist
register / count
left_t0: 1
pwm_cnt: 32
pwm_duty: 6
right_t0: 1
pwm_o: 1
delay_cnt: 32
right_t1: 1
left_t1: 1
## layer usage
layer,vias up,part of all wire [%],track usage [%]
li1,1568,-,-
met1,1532,50,27.06
met2,45,45,24.55
met3,9,3.8,3.765
met4,0,1.0,2.143
met5,-,0,0
## report_power, final
part           leakage (nW)  total, mW  internal [mW]  switching, mW
registers              1.00      0.488          0.479        0.00886
clock network         0.114      0.427          0.255          0.172
logic                 0.729      0.102         0.0301         0.0719
total                  1.84       1.02          0.764          0.253
## per-stage QoR
step	setup WS [ps]	hold WS [ps]	util, %
floorplan	3295	346.5	-
global placement	3747	354.9	43.19
detailed placement	3741	358.3	43.19
CTS	4065	376.7	45.54
global route	3972	385.3	45.54
finish	4090	371.6	45.54
## final cells by class
cell class / count / area, µm² / area share, %
multi-input cells: 303 / 2096 / 46.23
flip-flops and latches: 75 / 1881 / 41.48
well taps: 133 / 166.4 / 3.671
clock buffers: 11 / 131.4 / 2.898
clock inverters: 5 / 102.6 / 2.263
inverters: 25 / 93.84 / 2.070
repair buffers: 7 / 62.56 / 1.380
## placed cells by master, fill, tap and decap left out, drive strengths merged, types with 2 or more instances in the layout
cell type	synthesis	final
buf	12	3
or4	11	11
xnor2	21	21
dfrtp	72	72
dfstp	3	3
clkbuf	9	11
a21oi	6	6
nor4	16	16
clkdlybuf4s50	0	4
and2	2	2
nand2	21	21
nand3	20	20
or3	13	13
xor2	17	17
inv	25	25
nand4	29	29
nor2b	3	3
o31a	2	2
ha	17	17
nand2b	3	3
o31ai	10	10
nor3	29	29
o21ai	15	15
nor2	19	19
and3	5	5
bufinv	0	3
a211oi	22	22
and4	11	11
## kinds of logic (layout without fill, tap and decap cells)
family	Yosys count	after routing
fa+ha+maj	17	17
flops	75	75
compound gates	62	62
simple gates	186	186
buf+inv	46	48
xor+xnor	38	38
Power is estimated from default activity; no workload was simulated.
