--- design/flow/config.mk ---
export PLATFORM = sky130hd
export DESIGN_NAME = mic_interface
export DESIGN_NICKNAME = mic_interface
export VERILOG_FILES = /design/flow/design.v
export SDC_FILE = /design/flow/constraint.sdc
export NUM_CORES = 4
export LEC_CHECK = 1
export CORE_UTILIZATION = 40
--- design/flow/constraint.sdc ---
current_design mic_interface

set clk_period 1.3
set clk_io_pct 0.2

create_clock -name clk0 -period $clk_period [get_ports {clk_i}]

set non_clock_inputs [all_inputs -no_clocks]
set_input_delay [expr $clk_period * $clk_io_pct] -clock clk0 $non_clock_inputs
set_output_delay [expr $clk_period * $clk_io_pct] -clock clk0 [all_outputs]
--- design/flow/design.v ---
parameter WDEPTH = 4096;
parameter ASIZE = 12;
parameter WDSIZE = 8;
parameter RDEPTH = 4096;
parameter RASIZE = 12;
parameter RDSIZE = 8;
module data_conv(
    input           clk_i,           
    input           rst_i,
    input           sck_i,           
    input           ws_i,            
    input           sd_i,            
    output reg[7:0] data_o,          
    output reg      data_en_o        
);
reg [19:0] cnt_delay;
reg delay_100ms;
reg ws_t0;
reg ws_t1;
wire ws_negedge;
reg ws_t0_sck;
reg ws_t1_sck;
reg [3:0] cnt;
reg [7:0] data_buff;
reg data_buff_rdy;
reg cnt_flag;
always@(posedge sck_i or posedge rst_i)begin
    if(rst_i)begin
        cnt_delay <= 20'd0;
    end
    else begin
        cnt_delay <= cnt_delay + 20'd1;
    end
end
always@(posedge sck_i or posedge rst_i)begin
    if(rst_i)begin
        delay_100ms <= 1'd0;
    end
    else if(cnt_delay == 20'd270_000)begin
        delay_100ms <= 1'd1;
    end
    else begin
        delay_100ms <= delay_100ms;
    end
end
always@(posedge clk_i or posedge rst_i)begin
    if(rst_i)begin
        ws_t0 <= 1'd0;
        ws_t1 <= 1'd0;
    end
    else begin
        ws_t0 <= ws_t1;
        ws_t1 <= ws_i;
    end
end
assign ws_negedge = (ws_t0 == 1'd1 && ws_t1 == 1'd0) ? 1'd1 : 1'd0;
always@(posedge clk_i or posedge rst_i)begin
    if(rst_i)begin
        cnt_flag <= 1'd0;
    end
    else if(delay_100ms && ws_negedge)begin
        cnt_flag <= 1'd1;
    end
    else if(cnt == 4'd8)begin
        cnt_flag <= 1'd0;
    end
    else begin
        cnt_flag <= cnt_flag;
    end
end
always@(posedge sck_i or posedge rst_i)begin
    if(rst_i)begin
        cnt <= 4'd0;
    end
    else if(cnt_flag)begin
        cnt <= cnt + 4'd1;
    end
    else begin
        cnt <= 4'd0;
    end
end
always@(posedge sck_i or posedge rst_i)begin
    if(rst_i)begin
        ws_t0_sck <= 1'd0;
        ws_t1_sck <= 1'd0;
    end
    else begin
        ws_t0_sck <= ws_t1_sck;
        ws_t1_sck <= ws_i;
    end
end
always@(posedge sck_i or posedge rst_i)begin
    if(rst_i)begin
        data_buff <= 8'd0;
    end
    else if(cnt == 4'd1)begin
        data_buff = 8'd0;
        data_buff = data_buff | (sd_i << (4'd8 - cnt));
    end
    else if(4'd2 <= cnt && cnt <= 4'd8)begin
        data_buff <= data_buff | (sd_i << (4'd8 - cnt));
    end
    else begin
        data_buff <= data_buff;
    end
end
always@(posedge sck_i or posedge rst_i)begin
    if(rst_i)begin
        data_buff_rdy <= 1'd0;
    end
    else if(cnt == 4'd8)begin
        data_buff_rdy <= 1'd1;
    end
    else if(ws_t0_sck == 1'd1 && ws_t1_sck == 1'd0)begin
        data_buff_rdy <= 1'd0;
    end
    else begin
        data_buff_rdy <= data_buff_rdy;
    end
end
always@(negedge ws_i or posedge rst_i)begin
    if(rst_i)begin
        data_o <= 8'd0;
    end
    else if(data_buff_rdy)begin
        data_o <= data_buff;
    end
    else begin
        data_o <= 8'd0;
    end
end
always@(negedge ws_i or posedge rst_i)begin
    if(rst_i)begin
        data_en_o <= 1'd0;
    end
    else if(data_buff_rdy)begin
        data_en_o <= 1'd1;
    end
    else begin
        data_en_o <= 1'd0;
    end
end
endmodule
module mic_driver(
    input           clk_i,           
    input           rst_n_i,
    output reg      sck_o,           
    output reg      ws_o,            
    output          LR_o             
);
parameter CLK_FREQ = 27_000_000;
parameter SCK_FREQ = 27_000_00;
localparam SCK_CNT  = CLK_FREQ / SCK_FREQ;      
assign LR_o = 1'd0;          
assign rst_i = ~rst_n_i;
reg [3:0] sck_cnt;
always@(posedge clk_i or posedge rst_i)begin
    if(rst_i)begin
        sck_cnt <= 4'd0;
        sck_o <= 1'd0;
    end
    else if(sck_cnt == 4'd5)begin
        sck_cnt <= 4'd1;
        sck_o <= ~sck_o;
    end
    else begin
        sck_cnt <= sck_cnt + 4'd1;
    end
end
reg [5:0] ws_cnt;
always@(negedge sck_o or posedge rst_i)begin
    if(rst_i)begin
        ws_o <= 1'd0;
    end
    else if(ws_cnt == 6'd1)begin
        ws_o <= ~ws_o;
    end
    else begin
        ws_o <= ws_o;
    end
end
always@(posedge sck_o or posedge rst_i)begin
    if(rst_i)begin
        ws_cnt <= 6'd0;
    end
    else if(ws_cnt == 6'd32)begin
        ws_cnt <= 6'd1;
    end
    else begin
        ws_cnt <= ws_cnt + 1'd1;
    end
end
endmodule
module mic_interface(
    input           clk_i,           
    input           rst_i,
    input           sd_i,            
    output          ws_o,            
    output          sck_o,           
    output          LR_o,            
    output [7:0]    data_o,          
    output          data_en_o        
);
mic_driver#(
    .CLK_FREQ(27_000_000),
    .SCK_FREQ(27_000_00)
)u_mic_driver(
    .clk_i(clk_i),  
    .rst_n_i(~rst_i),
    .sck_o(sck_o),  
    .ws_o(ws_o),   
    .LR_o(LR_o)    
);
data_conv u_data_conv(
    .clk_i(clk_i),   
    .rst_i(rst_i),
    .sck_i(sck_o),   
    .ws_i(ws_o),    
    .sd_i(sd_i),
    .data_o(data_o),  
    .data_en_o(data_en_o)
);
endmodule
--- design/flow/run.sh ---
#!/bin/bash
# OpenROAD 26Q1-2900-gdf79404cd8, Yosys 0.63+post, stock flow scripts
make -C /OpenROAD-flow-scripts/flow DESIGN_CONFIG=/design/flow/config.mk WORK_HOME=/design/flow/orfs finish
==> deck_impl_summary.md <==
Run Summary

Pwr
  • Combinational power share: under 10%
  • Clock power frac: 48.8%
  • Sw power: about 120 uW
  • Pint: between 400 and 500 uW
  • Pwr per Cell Area: about 210 mW/mm2
  • Peak VDD IR: 533.7 uV
  • Reg power frac: between 40% and 50%
  • Switching part of the total power: 20.78%
  • P_leak: about 1.3 nW

GRT
  • Total GRT Usage: roughly 13%
  • Vias in the first global route: 1354
  • Total congestion overflow: 0
  • Largest net degree at the start of global routing: between 40 and 50
  • Antenna violations before repair: 0
  • Global-route wire length before repair: between 6000 and 7000 um

Route
  • Via-to-Cell Ratio: slightly below 5
  • Detailed Route Iter0 Violations: between 90 and 100
  • Vias: between 1000 and 1500
  • DRT Wirelength: 3685 um
  • Routed Antenna Nets: 0
  • Drc violations: 0
  • DRT Pass-1 Iters: 4
  • Antenna cells: 0
  • Avg WL per Cell: between 10 and 15 um

Worst setup path
  • Crit-path cells: dlygate4sd2_1
  • CP Buf/Inv Count: 1
  • Crit path max-delay family: flip-flops
  • Crit Path Max Fanout: 2
  • CP Launch Type: flop
  • Critical path class: flop to primary output
  • CP Capture Type: primary output
  • Slowest cell on crit path: dfrtp_1
  • Worst endpoint data arrival time: 830 ps
  • CP peak stage delay: around 370 ps
  • CP required: approximately 1000 ps

Floorplan
  • Pre-Place Util: 42.25%
  • DIE AREA: around 0.0067 mm2
  • Core Region: 0.006026 mm2
  • I/O pin total: 15
  • Die width: 81.79 um
  • Die Y: around 82 um
  • Row count: 28

Timing
  • Minimum clock period: roughly 1100 ps
  • Hold Fails Final Rpt: 0
  • Slew headroom: 64.10%
  • Max Clk Rate: between 900 and 1000 MHz
  • Max-slew violations: 0
  • Worst-Margin Slew: approximately 540 ps
  • Min Hold Slack: 365.7 ps
  • Register pins left without a clock: between 50 and 60
  • Endpoints left unconstrained: 63
  • Fin crit share: around 84%
  • Setup_tns: 0 ps
  • Endpoints failing setup: 0
  • RSZ-0062 raised after global routing: no
  • Final Skew: 1.537 ps

Synth
  • Mapped Cells: 218
  • EDFF count, synth: 0
  • Synth flops: 60
  • Number of cells in Yosys stat: 218
  • Yosys Chip Area: 0.002546 mm2
  • FFs w/ async S/R, synth: 100.0%
  • Synth Seq Share: ~59%
  • Synth Cell Area: ~0.0025 mm2
  • Yosys warning total: 3
  • Largest cells by area: dfrtp_1 (49%), dfrtn_1 (9.8%), xnor2_1 (5.8%)
  • Area leader share: just under 50%
  • Most common cell in the synthesized netlist: dfrtp_1
  • Commonest flop: dfrtp_1
  • Syn Area/Cell: around 12 um2
  • Largest area contributor in the netlist: dfrtp_1
  • Distinct cells, synth: 37
  • Commonest cells post-synth: dfrtp_1 (50), nand2_1 (18), xnor2_1 (17), nand3_1 (15)

Final layout
  • Area growth syn-to-layout: 9.828%
  • Final core occ: a little under half
  • Fillers: roughly 550
  • Final Instance Area: 0.002796 mm2
  • Ratio of cells with drive above 1 in the final layout: under 10%

Clocking
  • H-tree levels: 1
  • CTS root buf: clkbuf_8
  • CTS Hold Bufs: 0
  • Clock latency (worst-skew pair): 220 ps
  • Clock-pin slew on the worst setup and hold paths: ~40 ps
  • Post-CTS Setup Bufs: 0
  • Max Buffers Root-to-Sink: 2
  • Post_cts resized: 1
  • CTS Buf Count: 3
  • TritonCTS clock tree: yes

Flow run
  • Log Warnings: 31
  • # Max-Cap Violations: 0

Placement
  • DP Area: 0.002756 mm2
  • Detailed placement HPWL: approximately 2700 um
  • Final GP Congestion: ~0.76
  • Input/output buffers: 13

Run status
  • Status: finished clean

Min path
  • Worst Hold Class: flop to flop
sequential cells by signal (all words and copies together), names as in the netlist:
signal	cells
u_data_conv.cnt_delay	20
u_data_conv.data_buff	8
u_data_conv.data_o	8
u_mic_driver.ws_cnt	6
u_data_conv.cnt	4
u_mic_driver.sck_cnt	4
u_data_conv.cnt_flag	1
u_data_conv.data_buff_rdy	1
u_data_conv.data_en_o	1
u_data_conv.delay_100ms	1
u_data_conv.ws_t0	1
u_data_conv.ws_t0_sck	1
u_data_conv.ws_t1	1
u_data_conv.ws_t1_sck	1
u_mic_driver.sck_o	1
u_mic_driver.ws_o	1
placed cells by master (no fill, tap or decap), types with 3 or more instances in the layout:
| cell type | instances |
|---|---|
| xnor2_1 | 17 |
| nand3_1 | 15 |
| xor2_1 | 9 |
| clkbuf_8 | 3 |
| clkdlybuf4s50_1 | 12 |
| and3_1 | 3 |
| ha_1 | 9 |
| nor3_1 | 3 |
| dfrtn_1 | 10 |
| a32o_1 | 6 |
| o21ai_0 | 8 |
| dfrtp_1 | 50 |
| nand2_1 | 18 |
| inv_1 | 11 |
| and2_1 | 12 |
| nand4_1 | 5 |
| nor2_1 | 12 |
layout make-up:
cell class | instances | area (um2) | area share (%)
sequential | 60 | 1501 | 53.69
tap | 75 | 93.84 | 3.356
multi-input combinational | 141 | 967.2 | 34.59
timing repair buffer | 15 | 143.9 | 5.145
inverter | 12 | 48.80 | 1.745
clock buffer | 3 | 41.29 | 1.477
per-layer routing:
layer,GRT usage (%),vias to the layer above,part of all wire (%)
met1,21.93,703,54
met3,1.804,2,1.8
met4,1.053,0,0.65
li1,-,766,-
met5,0,-,0
met2,18.60,16,43
path summary, 6_finish.rpt:
| kind | start | to | slack [ps] | cells past startpoint |
|---|---|---|---|---|
| min in group asynchronous | rst_i | u_mic_driver.sck_cnt[0] | 450 | 2 |
| max in group asynchronous | rst_i | u_data_conv.cnt_flag | 620 | 2 |
| min reg2reg | u_data_conv.ws_t1 | u_data_conv.ws_t0 | 370 | 0 |
| max reg2reg | u_mic_driver.sck_o | u_mic_driver.sck_o | 340 | 2 |
| max | u_mic_driver.sck_o | sck_o | 210 | 1 |
| min | u_data_conv.ws_t1 | u_data_conv.ws_t0 | 370 | 0 |
cells by family (layout without fill, tap and decap cells):
family                     count (synthesis)  after routing  share of synthesized area (%)
buffers and inverters                     17             30                          3.047
other                                      1              1                         0.1473
xor gates and xnor gates                  26             26                          8.944
AOI/OAI and AO/OA                         19             19                          5.160
adders and majority gates                  9              9                          4.423
DFF                                       60             60                          58.97
and+or+nand+nor                           86             86                          19.31
per-stage QoR:
stage	power (mW)	setup WS, ps	std cells
finish	0.5765	213.4	306
global route	0.6164	171.7	306
CTS	0.5946	197.1	306
detailed placement	0.3020	245.5	303
global placement	0.3019	240.3	303
floorplan	0.2830	216.4	218
power by group through the flow:
stage                 sequential, mW  clock, mW  combinational [mW]
after CTS                      0.249      0.296              0.0501
after global routing           0.248      0.313              0.0550
final                          0.249      0.281              0.0461
Power is estimated from default activity; no workload was simulated.
